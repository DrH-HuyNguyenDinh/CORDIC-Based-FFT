**/design/flow/design.v**
```verilog
module fullAdder32b (
        input logic [31:0] a, b,
        input logic cin,
        output logic [31:0] sum,
        output logic cout
);
logic [31:0] carry;
fullAdder fa1 (.sum(sum[0]),   .a(a[0]),  .b(b[0]^cin),  .cin(cin),       .cout(carry[0]));
fullAdder fa2 (.sum(sum[1]),   .a(a[1]),  .b(b[1]^cin),  .cin(carry[0]),  .cout(carry[1]));
fullAdder fa3 (.sum(sum[2]),   .a(a[2]),  .b(b[2]^cin),  .cin(carry[1]),  .cout(carry[2]));
fullAdder fa4 (.sum(sum[3]),   .a(a[3]),  .b(b[3]^cin),  .cin(carry[2]),  .cout(carry[3]));
fullAdder fa5 (.sum(sum[4]),   .a(a[4]),  .b(b[4]^cin),  .cin(carry[3]),  .cout(carry[4]));
fullAdder fa6 (.sum(sum[5]),   .a(a[5]),  .b(b[5]^cin),  .cin(carry[4]),  .cout(carry[5]));
fullAdder fa7 (.sum(sum[6]),   .a(a[6]),  .b(b[6]^cin),  .cin(carry[5]),  .cout(carry[6]));
fullAdder fa8 (.sum(sum[7]),   .a(a[7]),  .b(b[7]^cin),  .cin(carry[6]),  .cout(carry[7]));
fullAdder fa9 (.sum(sum[8]),   .a(a[8]),  .b(b[8]^cin),  .cin(carry[7]),  .cout(carry[8]));
fullAdder fa10 (.sum(sum[9]),  .a(a[9]),  .b(b[9]^cin),  .cin(carry[8]),  .cout(carry[9]));
fullAdder fa11 (.sum(sum[10]), .a(a[10]), .b(b[10]^cin), .cin(carry[9]),  .cout(carry[10]));
fullAdder fa12 (.sum(sum[11]), .a(a[11]), .b(b[11]^cin), .cin(carry[10]), .cout(carry[11]));
fullAdder fa13 (.sum(sum[12]), .a(a[12]), .b(b[12]^cin), .cin(carry[11]), .cout(carry[12]));
fullAdder fa14 (.sum(sum[13]), .a(a[13]), .b(b[13]^cin), .cin(carry[12]), .cout(carry[13]));
fullAdder fa15 (.sum(sum[14]), .a(a[14]), .b(b[14]^cin), .cin(carry[13]), .cout(carry[14]));
fullAdder fa16 (.sum(sum[15]), .a(a[15]), .b(b[15]^cin), .cin(carry[14]), .cout(carry[15]));
fullAdder fa17 (.sum(sum[16]), .a(a[16]), .b(b[16]^cin), .cin(carry[15]), .cout(carry[16]));
fullAdder fa18 (.sum(sum[17]), .a(a[17]), .b(b[17]^cin), .cin(carry[16]), .cout(carry[17]));
fullAdder fa19 (.sum(sum[18]), .a(a[18]), .b(b[18]^cin), .cin(carry[17]), .cout(carry[18]));
fullAdder fa20 (.sum(sum[19]), .a(a[19]), .b(b[19]^cin), .cin(carry[18]), .cout(carry[19]));
fullAdder fa21 (.sum(sum[20]), .a(a[20]), .b(b[20]^cin), .cin(carry[19]), .cout(carry[20]));
fullAdder fa22 (.sum(sum[21]), .a(a[21]), .b(b[21]^cin), .cin(carry[20]), .cout(carry[21]));
fullAdder fa23 (.sum(sum[22]), .a(a[22]), .b(b[22]^cin), .cin(carry[21]), .cout(carry[22]));
fullAdder fa24 (.sum(sum[23]), .a(a[23]), .b(b[23]^cin), .cin(carry[22]), .cout(carry[23]));
fullAdder fa25 (.sum(sum[24]), .a(a[24]), .b(b[24]^cin), .cin(carry[23]), .cout(carry[24]));
fullAdder fa26 (.sum(sum[25]), .a(a[25]), .b(b[25]^cin), .cin(carry[24]), .cout(carry[25]));
fullAdder fa27 (.sum(sum[26]), .a(a[26]), .b(b[26]^cin), .cin(carry[25]), .cout(carry[26]));
fullAdder fa28 (.sum(sum[27]), .a(a[27]), .b(b[27]^cin), .cin(carry[26]), .cout(carry[27]));
fullAdder fa29 (.sum(sum[28]), .a(a[28]), .b(b[28]^cin), .cin(carry[27]), .cout(carry[28]));
fullAdder fa30 (.sum(sum[29]), .a(a[29]), .b(b[29]^cin), .cin(carry[28]), .cout(carry[29]));
fullAdder fa31 (.sum(sum[30]), .a(a[30]), .b(b[30]^cin), .cin(carry[29]), .cout(carry[30]));
fullAdder fa32 (.sum(sum[31]), .a(a[31]), .b(b[31]^cin), .cin(carry[30]), .cout(carry[31]));
xor (cout, carry[31], cin);
endmodule
module fullAdder6b (
        input logic [5:0] a, b,
        input logic cin,
        output logic [5:0] sum,
        output logic cout
);
logic [5:0] carry;
fullAdder fa1 (.sum(sum[0]), .a(a[0]), .b(b[0]^cin), .cin(cin),      .cout(carry[0]));
fullAdder fa2 (.sum(sum[1]), .a(a[1]), .b(b[1]^cin), .cin(carry[0]), .cout(carry[1]));
fullAdder fa3 (.sum(sum[2]), .a(a[2]), .b(b[2]^cin), .cin(carry[1]), .cout(carry[2]));
fullAdder fa4 (.sum(sum[3]), .a(a[3]), .b(b[3]^cin), .cin(carry[2]), .cout(carry[3]));
fullAdder fa5 (.sum(sum[4]), .a(a[4]), .b(b[4]^cin), .cin(carry[3]), .cout(carry[4]));
fullAdder fa6 (.sum(sum[5]), .a(a[5]), .b(b[5]^cin), .cin(carry[4]), .cout(carry[5]));
xor (cout, carry[5], cin);
endmodule
module fullAdder5b (
        input logic [4:0] a, b,
        input logic cin,
        output logic [4:0] sum,
        output logic cout
);
logic [4:0] carry;
fullAdder fa1 (.sum(sum[0]), .a(a[0]), .b(b[0]^cin), .cin(cin),      .cout(carry[0]));
fullAdder fa2 (.sum(sum[1]), .a(a[1]), .b(b[1]^cin), .cin(carry[0]), .cout(carry[1]));
fullAdder fa3 (.sum(sum[2]), .a(a[2]), .b(b[2]^cin), .cin(carry[1]), .cout(carry[2]));
fullAdder fa4 (.sum(sum[3]), .a(a[3]), .b(b[3]^cin), .cin(carry[2]), .cout(carry[3]));
fullAdder fa5 (.sum(sum[4]), .a(a[4]), .b(b[4]^cin), .cin(carry[3]), .cout(carry[4]));
xor (cout, carry[4], cin);
endmodule
module fullAdder4b (
        input logic [3:0] a, b,
        input logic cin,
        output logic [3:0] sum,
        output logic cout
);
logic [3:0] carry;
fullAdder fa1 (.sum(sum[0]), .a(a[0]), .b(b[0]^cin), .cin(cin),      .cout(carry[0]));
fullAdder fa2 (.sum(sum[1]), .a(a[1]), .b(b[1]^cin), .cin(carry[0]), .cout(carry[1]));
fullAdder fa3 (.sum(sum[2]), .a(a[2]), .b(b[2]^cin), .cin(carry[1]), .cout(carry[2]));
fullAdder fa4 (.sum(sum[3]), .a(a[3]), .b(b[3]^cin), .cin(carry[2]), .cout(carry[3]));
xor (cout, carry[3], cin);
endmodule
module fullAdder (
        input logic a, b, cin,
        output logic sum, cout
);
assign sum = a ^ b ^ cin;
assign cout = (a & b) | (cin & (a^b));
endmodule
module fullAdder9b (
        input logic [8:0] a, b,
        input logic cin,
        output logic [8:0] sum,
        output logic cout
);
logic [8:0] carry;
fullAdder fa9 (.sum(sum[0]),   .a(a[0]),  .b(b[0]^cin),  .cin(cin),       .cout(carry[0]));
fullAdder fa10 (.sum(sum[1]),   .a(a[1]),  .b(b[1]^cin),  .cin(carry[0]),  .cout(carry[1]));
fullAdder fa11 (.sum(sum[2]),   .a(a[2]),  .b(b[2]^cin),  .cin(carry[1]),  .cout(carry[2]));
fullAdder fa12 (.sum(sum[3]),   .a(a[3]),  .b(b[3]^cin),  .cin(carry[2]),  .cout(carry[3]));
fullAdder fa13 (.sum(sum[4]),   .a(a[4]),  .b(b[4]^cin),  .cin(carry[3]),  .cout(carry[4]));
fullAdder fa14 (.sum(sum[5]),   .a(a[5]),  .b(b[5]^cin),  .cin(carry[4]),  .cout(carry[5]));
fullAdder fa15 (.sum(sum[6]),   .a(a[6]),  .b(b[6]^cin),  .cin(carry[5]),  .cout(carry[6]));
fullAdder fa16 (.sum(sum[7]),   .a(a[7]),  .b(b[7]^cin),  .cin(carry[6]),  .cout(carry[7]));
fullAdder fa17 (.sum(sum[8]),   .a(a[8]),  .b(b[8]^cin),  .cin(carry[7]),  .cout(carry[8]));
xor (cout, carry[8], cin);
endmodule
module fullAdder8b (
        input logic [7:0] a, b,
        input logic cin,
        output logic [7:0] sum,
        output logic cout
);
logic [7:0] carry;
fullAdder fa1 (.sum(sum[0]),   .a(a[0]),  .b(b[0]^cin),  .cin(cin),       .cout(carry[0]));
fullAdder fa2 (.sum(sum[1]),   .a(a[1]),  .b(b[1]^cin),  .cin(carry[0]),  .cout(carry[1]));
fullAdder fa3 (.sum(sum[2]),   .a(a[2]),  .b(b[2]^cin),  .cin(carry[1]),  .cout(carry[2]));
fullAdder fa4 (.sum(sum[3]),   .a(a[3]),  .b(b[3]^cin),  .cin(carry[2]),  .cout(carry[3]));
fullAdder fa5 (.sum(sum[4]),   .a(a[4]),  .b(b[4]^cin),  .cin(carry[3]),  .cout(carry[4]));
fullAdder fa6 (.sum(sum[5]),   .a(a[5]),  .b(b[5]^cin),  .cin(carry[4]),  .cout(carry[5]));
fullAdder fa7 (.sum(sum[6]),   .a(a[6]),  .b(b[6]^cin),  .cin(carry[5]),  .cout(carry[6]));
fullAdder fa8 (.sum(sum[7]),   .a(a[7]),  .b(b[7]^cin),  .cin(carry[6]),  .cout(carry[7]));
xor (cout, carry[7], cin);
endmodule
module fullAdder23b (
        input logic [22:0] a, b,
        input logic cin,
	output logic [22:0] sum,
        output logic cout
);
logic [22:0] carry;
fullAdder fa1 (.sum(sum[0]),   .a(a[0]),  .b(b[0]^cin),  .cin(cin),       .cout(carry[0]));
fullAdder fa2 (.sum(sum[1]),   .a(a[1]),  .b(b[1]^cin),  .cin(carry[0]),  .cout(carry[1]));
fullAdder fa3 (.sum(sum[2]),   .a(a[2]),  .b(b[2]^cin),  .cin(carry[1]),  .cout(carry[2]));
fullAdder fa4 (.sum(sum[3]),   .a(a[3]),  .b(b[3]^cin),  .cin(carry[2]),  .cout(carry[3]));
fullAdder fa5 (.sum(sum[4]),   .a(a[4]),  .b(b[4]^cin),  .cin(carry[3]),  .cout(carry[4]));
fullAdder fa6 (.sum(sum[5]),   .a(a[5]),  .b(b[5]^cin),  .cin(carry[4]),  .cout(carry[5]));
fullAdder fa7 (.sum(sum[6]),   .a(a[6]),  .b(b[6]^cin),  .cin(carry[5]),  .cout(carry[6]));
fullAdder fa8 (.sum(sum[7]),   .a(a[7]),  .b(b[7]^cin),  .cin(carry[6]),  .cout(carry[7]));
fullAdder fa9 (.sum(sum[8]),   .a(a[8]),  .b(b[8]^cin),  .cin(carry[7]),  .cout(carry[8]));
fullAdder fa10 (.sum(sum[9]),  .a(a[9]),  .b(b[9]^cin),  .cin(carry[8]),  .cout(carry[9]));
fullAdder fa11 (.sum(sum[10]), .a(a[10]), .b(b[10]^cin), .cin(carry[9]),  .cout(carry[10]));
fullAdder fa12 (.sum(sum[11]), .a(a[11]), .b(b[11]^cin), .cin(carry[10]), .cout(carry[11]));
fullAdder fa13 (.sum(sum[12]), .a(a[12]), .b(b[12]^cin), .cin(carry[11]), .cout(carry[12]));
fullAdder fa14 (.sum(sum[13]), .a(a[13]), .b(b[13]^cin), .cin(carry[12]), .cout(carry[13]));
fullAdder fa15 (.sum(sum[14]), .a(a[14]), .b(b[14]^cin), .cin(carry[13]), .cout(carry[14]));
fullAdder fa16 (.sum(sum[15]), .a(a[15]), .b(b[15]^cin), .cin(carry[14]), .cout(carry[15]));
fullAdder fa17 (.sum(sum[16]), .a(a[16]), .b(b[16]^cin), .cin(carry[15]), .cout(carry[16]));
fullAdder fa18 (.sum(sum[17]), .a(a[17]), .b(b[17]^cin), .cin(carry[16]), .cout(carry[17]));
fullAdder fa19 (.sum(sum[18]), .a(a[18]), .b(b[18]^cin), .cin(carry[17]), .cout(carry[18]));
fullAdder fa20 (.sum(sum[19]), .a(a[19]), .b(b[19]^cin), .cin(carry[18]), .cout(carry[19]));
fullAdder fa21 (.sum(sum[20]), .a(a[20]), .b(b[20]^cin), .cin(carry[19]), .cout(carry[20]));
fullAdder fa22 (.sum(sum[21]), .a(a[21]), .b(b[21]^cin), .cin(carry[20]), .cout(carry[21]));
fullAdder fa23 (.sum(sum[22]), .a(a[22]), .b(b[22]^cin), .cin(carry[21]), .cout(carry[22]));
xor (cout, carry[22], cin);
endmodule
module fullAdder10b (
	input logic [9:0] a, b,
   input logic cin,
   output logic [9:0] sum,
   output logic cout
);
logic [9:0] carry;
fullAdder fa1 (.sum(sum[0]),   .a(a[0]),  .b(b[0]^cin),  .cin(cin),       .cout(carry[0]));
fullAdder fa2 (.sum(sum[1]),   .a(a[1]),  .b(b[1]^cin),  .cin(carry[0]),  .cout(carry[1]));
fullAdder fa3 (.sum(sum[2]),   .a(a[2]),  .b(b[2]^cin),  .cin(carry[1]),  .cout(carry[2]));
fullAdder fa4 (.sum(sum[3]),   .a(a[3]),  .b(b[3]^cin),  .cin(carry[2]),  .cout(carry[3]));
fullAdder fa5 (.sum(sum[4]),   .a(a[4]),  .b(b[4]^cin),  .cin(carry[3]),  .cout(carry[4]));
fullAdder fa6 (.sum(sum[5]),   .a(a[5]),  .b(b[5]^cin),  .cin(carry[4]),  .cout(carry[5]));
fullAdder fa7 (.sum(sum[6]),   .a(a[6]),  .b(b[6]^cin),  .cin(carry[5]),  .cout(carry[6]));
fullAdder fa8 (.sum(sum[7]),   .a(a[7]),  .b(b[7]^cin),  .cin(carry[6]),  .cout(carry[7]));
fullAdder fa9 (.sum(sum[8]),   .a(a[8]),  .b(b[8]^cin),  .cin(carry[7]),  .cout(carry[8]));
fullAdder fa10 (.sum(sum[9]),  .a(a[9]),  .b(b[9]^cin),  .cin(carry[8]),  .cout(carry[9]));
xor (cout, carry[9], cin);
endmodule
```
**/design/flow/run.sh**
```bash
#!/bin/bash
# OpenROAD 26Q1-2900-gdf79404cd8, Yosys 0.63+post, stock flow scripts
make -C /OpenROAD-flow-scripts/flow DESIGN_CONFIG=/design/flow/config.mk WORK_HOME=/design/flow/orfs finish
```
**/design/flow/config.mk**
```make
export PLATFORM = sky130hd
export DESIGN_NAME = fullAdder6b
export DESIGN_NICKNAME = fullAdder6b
export VERILOG_FILES = /design/flow/design.v
export SDC_FILE = /design/flow/constraint.sdc
export NUM_CORES = 4
export LEC_CHECK = 1
export CORE_AREA = 10 10 70 70
export DIE_AREA = 0 0 80 80
export SYNTH_HDL_FRONTEND = slang
```
**/design/flow/constraint.sdc**
```tcl
current_design fullAdder6b

set clk_period 7.9
set clk_io_pct 0.2

create_clock -name clk0 -period $clk_period

set non_clock_inputs [all_inputs -no_clocks]
set_input_delay [expr $clk_period * $clk_io_pct] -clock clk0 $non_clock_inputs
set_output_delay [expr $clk_period * $clk_io_pct] -clock clk0 [all_outputs]
```
==> flow_summary.ini <==
; yosys + openroad results
[routing]
drtIter0Drc = 0
wirelength_um = 619
drt_pass1_iterations = 1
n_antenna_cell = 0
dr_total_vias = 194
drc = 0
ant_nets = 0
wire_per_inst_um = 6.96
avgViaCountPerCell = 2.18

[power_and_ir_drop]
power_density_nw_per_um2 = 80.3
leakagePower_uw = 0.000194
p_total_uw = 38.1
power_frac_clock = 0
internal_power_uw = 26.7
p_sw_frac = 0.299
pwr-share-seq = 0
ir_worst_vdd_uv = 35.9
combPwrFrac = 1.000
power.switching_uw = 11.4

[global_route]
grt_pass1_vias = 212
gr-max-usage-layer = met1
grt_usage = 0.0195
grt_antenna_before_repair = 0
grt_use_met3 = 0.0148
grt_util_met2 = 0.0193
grt_max_degree = 8
grt_overflow = 0
use_met1 = 0.0317
grt_pass1_wl_um = 1010

[status]
outcome = complete, no violations

[setup_path]
crit_chain = clkdlybuf4s50_1 -> xnor2_1 -> fa_1 -> fa_1 -> inv_1 -> fa_1 -> inv_1 -> fa_1 -> fa_1 -> xnor2_1 -> clkdlybuf4s50_1
path_depth = 11
path_buffers = 4
criticalPathCategory = input pin to primary output
cp_slowest_stage_delay_ps = 720
crit_path_end_kind = primary output
crit_required_ps = 6320
crit_family = adder cells
cp_slowest_cell = clkdlybuf4s50_1
arrival_ps = 4920
critPathMostFrequentCell = fa_1
path_max_fanout = 7
start_kind = input pin

[placement]
dp_hpwl_um = 585
dp.cells = 89
io_buffers = 20
place_congestion = 0.792

[synthesis]
syn_inst = 30
synth_area_per_cell_um2 = 9.09
top_cell_area_share = 0.367
syn_area_um2 = 273
synth_top_cell_by_count = inv_1
yosysWarningCount = 0
top_area_cell = fa_1
ys_seq_frac = 0
synthTopCellsByCount = 10 x inv_1, 6 x buf_4, 5 x fa_1, 5 x xnor2_1
ys_types = 8
ys_chip_area_um2 = 273
yosysCellCount = 30
top_cells_by_area = fa_1 37%, buf_4 17%, xnor2_1 16%

[final_layout]
seq_area_um2 = 0
clkbuf_count = 0
syn2layout_area_growth_pct = 73.9
post_layout_nonfiller_instances = 89
flop-count = 0
fin_util = 0.139
drive_gt1_frac = 0.0233

[floorplan]
die_h_um = 80
core_area_um2 = 3420
row_count = 21
fp-utilization = 0.0799
ioPinCount = 20
die_w_um = 80
die-area_um2 = 6400

[final_timing]
fin_tns_setup_ps = 0
post-route-min-period_ps = 6500
hold_ws_ps = 4120
maxSlewHeadroom = 0.723
fmax_ghz = 0.154
rsz0062_at_grt = false
tightest_slew_ps = 413
finalSetupViolations = 0
hold_violations = 0
slew_viol_final = 0
fin_crit_sh = 0.823

[worst_hold_path]
hold_depth = 3
hold_class = input pin to primary output

[run]
tool_warnings = 32
cap_violations = 0

[clock_network]
postCtsSetupBuffers = 0
post_cts_resized = 0
cts_hold_buf = 0
area by class of cell:
type               instances  area (um^2)
multi-input cells         13          179
repair buffers            20          200
well taps                 46         57.6
fillers                  387         2940
inverters                 10         37.5
stage by stage:
stage	instance area [um^2]	worst slack (ps)
finish	474	1400
CTS	474	1330
global placement	474	1340
detailed placement	474	1360
floorplan	273	2490
global route	474	1110
logic make-up (layout without fill, tap and decap cells):
| group | after synthesis | in the layout | synth area share |
|---|---|---|---|
| buffers and inverters | 17 | 30 | 0.344 |
| xor gates and xnor gates | 7 | 7 | 0.252 |
| adders and majority gates | 5 | 5 | 0.367 |
| muxes | 1 | 1 | 0.0367 |
power groups by stage:
stage,combinational [uW],clock [uW],sequential [uW]
4_1_cts,39.4,0,0
5_1_grt,43.8,0,0
6_report,38.1,0,0
worst paths after layout:
path                  to  from  slack, ps
setup / recovery    cout   cin       1400
hold / removal    sum[0]  a[0]       4120
tightest hold or removal path: stages:
cell,delay [ps]
clkdlybuf4s50_1,490
xor2_1,70
clkdlybuf4s50_1,400
placed cells by master (no fill, tap or decap):
cell             Yosys  layout
clkdlybuf4s50_1      0      20
fa_1                 5       5
xor2_1               1       1
xnor2_1              5       5
inv_1               10      10
mux2i_1              1       1
xor2_2               1       1
routing by layer:
layer | vias up | share of wire
met4 | 0 | 0
met1 | 75 | 0.58
li1 | 99 | -
met5 | - | 0
met2 | 20 | 0.19
met3 | 0 | 0.24
No activity file was given, so power comes from the tool's default toggle rates.
