<file path="design/flow/design.v">
module fpu_add_sub (
	input logic [31:0] i_a, i_b,
	input logic i_control,
	output logic [31:0] o_result
);
logic [31:0] result;
logic cout, addsub, compare_operand;
logic [7:0] largerExponent;
logic [8:0] shiftAmount;
logic [22:0] biggerOperand, smallerOperand;
logic [22:0] pre1_biggerOperand, pre1_smallerOperand;
logic [22:0] pre2_biggerOperand, pre2_smallerOperand;
logic [32:0] sumOperand;
logic [31:0] shiftedOperand;
logic compare1, compare2, compare;
signComputation sign (.signA(i_a[31]), .signB(i_b[31]), .compare(compare), .cin(i_control), .addsub(addsub), .resultSign(result[31]));
exponentDifference ExponentDiffernce (.a(i_a[30:23]), .b(i_b[30:23]), .cout(cout), .shiftAmount(shiftAmount));
always @(*) begin
	case (cout)
		1'b0: pre1_biggerOperand = i_a[22:0];
		1'b1: pre1_biggerOperand = i_b[22:0];
	endcase
end
always @(*) begin
	case (cout)
		1'b0: pre1_smallerOperand = i_b[22:0];
		1'b1: pre1_smallerOperand = i_a[22:0];
	endcase
end
always @(*) begin
  case (cout)
		1'b0: compare1 = 1'b0;
		1'b1: compare1 = 1'b1;
	endcase
end  
fullAdder23b faoperand (.a(i_a[22:0]), .b(i_b[22:0]), .cin(1'b1), .cout(compare_operand));
always @(*) begin
	case (compare_operand)
		1'b0: pre2_biggerOperand = i_a[22:0];
		1'b1: pre2_biggerOperand = i_b[22:0];
	endcase
end
always @(*) begin
	case (compare_operand)
		1'b0: pre2_smallerOperand = i_b[22:0];
		1'b1: pre2_smallerOperand = i_a[22:0];
	endcase
end
always @(*) begin
	case (compare_operand)
		1'b0: compare2 = 1'b0;
		1'b1: compare2 = 1'b1;
	endcase
end  
always @(*) begin
  	case (shiftAmount)
		8'b0: biggerOperand =  pre2_biggerOperand;
		default: biggerOperand =  pre1_biggerOperand;
	endcase
end
always @(*) begin
  	case (shiftAmount)
		8'b0: smallerOperand =  pre2_smallerOperand;
		default: smallerOperand =  pre1_smallerOperand;
	endcase
end
always @(*) begin
  	case (shiftAmount)
      	8'b0: compare = compare2;
		default: compare = compare1;
	endcase
end
rightShifter RightShifter (.shiftAmount(shiftAmount), .smallerOperand(smallerOperand), .shiftedOperand(shiftedOperand));
fullAdder32b fa32(.a({1'b1, biggerOperand, 8'b0}), .b(shiftedOperand), .cin(addsub), .sum(sumOperand[31:0]), .cout(sumOperand[32]));
always @(*) begin
	case (cout)
		1'b0: largerExponent = i_a[30:23];
		1'b1: largerExponent = i_b[30:23];
	endcase
end
normalized Normalized (.largerExponent(largerExponent), .sumOperand(sumOperand[32:1]), .resultExponent(result[30:23]), .resultOperand(result[22:0]));
always @(*) begin
	if (((&i_a[30:23]) & (|i_a[22:0])) | 
       ((&i_b[30:23]) & (|i_b[22:0])) |
       (((&i_a[30:23]) & (~|i_a[22:0])) & ((&i_b[30:23]) & (~|i_b[22:0])) & ((i_a[31] ^ i_b[31]) ^ i_control))) 
	begin
		o_result = 32'h7FC00000; 
	end else if ((&i_a[30:23]) & (~|i_a[22:0])) begin
      o_result = i_a; 
   end else if ((&i_b[30:23]) & (~|i_b[22:0])) begin
      o_result = {i_b[31] ^ i_control, i_b[30:0]};
   end else if ((~|i_a[30:0]) & (~|i_b[30:0])) begin
      o_result = 32'b0;
   end else if (~|i_b[30:0]) begin
      o_result = i_a;
   end else if (~|i_a[30:0]) begin
      o_result = {i_b[31] ^ i_control, i_b[30:0]};
   end else if ((~|(i_a ^ i_b)) & i_control) begin
      o_result = 32'b0;
   end else begin
      o_result = result;
   end
end
endmodule
module signComputation (
	input logic signA, signB,
	input logic cin, compare,
	output logic resultSign, addsub
);
logic sign1, sign2, sign3, sign4;
always @(*) begin
	case (signA ^ signB)
		1'b0: addsub = cin;
		1'b1: addsub = ~cin;
	endcase
end
always @(*) begin
  case (compare)
		1'b0: sign1 = 0;
		1'b1: sign1 = 1;
	endcase
end
always @(*) begin
  case (compare)
		1'b0: sign2 = 1;
		1'b1: sign2 = 0;
	endcase
end
always @(*) begin
	case ((~signA) & cin & (~signB) | (~signA) & (~cin) & signB)
		1'b0: sign3 = 0;
		1'b1: sign3 = sign1;
	endcase
end
always @(*) begin
	case (signA & (~cin) & (~signB) | signA & cin & signB)
		1'b0: sign4 = 1;
		1'b1: sign4 = sign2;
	endcase
end
always @(*) begin
	case (signA)
		1'b0: resultSign = sign3;
		1'b1: resultSign = sign4;
	endcase
end
endmodule
module normalized (
	input logic [7:0] largerExponent,
	input logic [31:0] sumOperand,
	output logic [7:0] resultExponent,
	output logic [22:0] resultOperand
);
logic cin;
logic [4:0] position, normalizedAmount;
encoder32to5 encoder1 (.a(sumOperand), .b(position));
always @(*) begin
	case (position)
		5'b00000: begin 
				cin = 1;
				normalizedAmount = 5'b11110;  
				resultOperand = 23'b0;
			end
		5'b00001: begin 
				cin = 1;
				normalizedAmount = 5'b11101;  
				resultOperand = {sumOperand[0], 22'b0};
			end
		5'b00010: begin 
				cin = 1;
				normalizedAmount = 5'b11100;  
				resultOperand = {sumOperand[1:0], 21'b0};
			end
		5'b00011: begin 
				cin = 1;
				normalizedAmount = 5'b11011;  
				resultOperand = {sumOperand[2:0], 20'b0};
			end
		5'b00100: begin 
				cin = 1;
				normalizedAmount = 5'b11010;  
				resultOperand = {sumOperand[3:0], 19'b0};
			end
		5'b00101: begin 
				cin = 1;
				normalizedAmount = 5'b11001;  
				resultOperand = {sumOperand[4:0], 18'b0};
			end
		5'b00110: begin 
				cin = 1;
				normalizedAmount = 5'b11000;  
				resultOperand = {sumOperand[5:0], 17'b0};
			end
		5'b00111: begin 
				cin = 1;
				normalizedAmount = 5'b10111;  
				resultOperand = {sumOperand[6:0], 16'b0};
			end
		5'b01000: begin 
				cin = 1;
				normalizedAmount = 5'b10110;  
				resultOperand = {sumOperand[7:0], 15'b0};
			end
		5'b01001: begin 
				cin = 1;
				normalizedAmount = 5'b10101;  
				resultOperand = {sumOperand[8:0], 14'b0};
			end
		5'b01010: begin 
				cin = 1;
				normalizedAmount = 5'b10100;  
				resultOperand = {sumOperand[9:0], 13'b0};
			end
		5'b01011: begin 
				cin = 1;
				normalizedAmount = 5'b10011;  
				resultOperand = {sumOperand[10:0], 12'b0};
			end
		5'b01100: begin 
				cin = 1;
				normalizedAmount = 5'b10010;  
				resultOperand = {sumOperand[11:0], 11'b0};
			end
		5'b01101: begin 
				cin = 1;
				normalizedAmount = 5'b10001;  
				resultOperand = {sumOperand[12:0], 10'b0};
			end
		5'b01110: begin 
				cin = 1;
				normalizedAmount = 5'b10000;  
				resultOperand = {sumOperand[13:0], 9'b0};
			end
		5'b01111: begin 
				cin = 1;
				normalizedAmount = 5'b01111;  
				resultOperand = {sumOperand[14:0], 8'b0};
			end
		5'b10000: begin 
				cin = 1;
				normalizedAmount = 5'b01110;  
				resultOperand = {sumOperand[15:0], 7'b0};
			end
		5'b10001: begin 
				cin = 1;
				normalizedAmount = 5'b01101;  
				resultOperand = {sumOperand[16:0], 6'b0};
			end
		5'b10010: begin 
				cin = 1;
				normalizedAmount = 5'b01100;  
				resultOperand = {sumOperand[17:0], 5'b0};
			end
		5'b10011: begin 
				cin = 1;
				normalizedAmount = 5'b01011;  
				resultOperand = {sumOperand[18:0], 4'b0};
			end
		5'b10100: begin 
				cin = 1;
				normalizedAmount = 5'b01010;  
				resultOperand = {sumOperand[19:0], 3'b0};
			end
		5'b10101: begin 
				cin = 1;
				normalizedAmount = 5'b01001;  
				resultOperand = {sumOperand[20:0], 2'b0};
			end
		5'b10110: begin 
				cin = 1;
				normalizedAmount = 5'b01000;  
				resultOperand = {sumOperand[21:0], 1'b0};
			end
		5'b10111: begin 
				cin = 1;
				normalizedAmount = 5'b00111;  
				resultOperand = sumOperand[22:0];
			end
		5'b11000: begin 
				cin = 1;
				normalizedAmount = 5'b00110;  
				resultOperand = sumOperand[23:1];
			end
		5'b11001: begin 
				cin = 1;
				normalizedAmount = 5'b00101;  
				resultOperand = sumOperand[24:2];
			end
		5'b11010: begin 
				cin = 1;
				normalizedAmount = 5'b00100;  
				resultOperand = sumOperand[25:3];
			end
		5'b11011: begin 
				cin = 1;
				normalizedAmount = 5'b00011;  
				resultOperand = sumOperand[26:4];
			end
		5'b11100: begin 
				cin = 1;
				normalizedAmount = 5'b00010;  
				resultOperand = sumOperand[27:5];
			end
		5'b11101: begin 
				cin = 1;
				normalizedAmount = 5'b00001;  
				resultOperand = sumOperand[28:6];
			end
		5'b11110: begin 
				cin = 0;
				normalizedAmount = 5'b00000;  
				resultOperand = sumOperand[29:7];
			end
		5'b11111: begin 
				cin = 0;
				normalizedAmount = 5'b00001;  
				resultOperand = sumOperand[30:8];
			end
	endcase
end
fullAdder8b fa8 (.a(largerExponent), .b({3'b000, normalizedAmount}), .cin(cin), .sum(resultExponent));
endmodule	
module encoder64to6 (
	input logic [63:0] a,
    	output logic [5:0] b
);
logic [4:0] enc_low_out, enc_high_out;
logic sel_high;
assign sel_high = |a[63:32]; 
encoder32to5 encoder_lo (.a(a[31:0]), .b(enc_low_out));
encoder32to5 encoder_hi (.a(a[63:32]), .b(enc_high_out));
assign b = sel_high ? {1'b1, enc_high_out} : {1'b0, enc_low_out};
endmodule
module encoder32to5 (
	input logic [31:0] a,
	output logic [4:0] b
);
logic [2:0] out0, out1, out2, out3;
logic ena0, ena1, ena2, ena3;
logic [1:0] sel;
encoder8to3 encoder831 (.a(a[7:0]),   .b(out0));
encoder8to3 encoder832 (.a(a[15:8]),  .b(out1));
encoder8to3 encoder833 (.a(a[23:16]), .b(out2));
encoder8to3 encoder834 (.a(a[31:24]), .b(out3));
assign ena0 = a[0]  | a[1]  | a[2]  | a[3]  | a[4]  | a[5]  | a[6]  | a[7];
assign ena1 = a[8]  | a[9]  | a[10] | a[11] | a[12] | a[13] | a[14] | a[15];
assign ena2 = a[16] | a[17] | a[18] | a[19] | a[20] | a[21] | a[22] | a[23];
assign ena3 = a[24] | a[25] | a[26] | a[27] | a[28] | a[29] | a[30] | a[31];
encoder4to2 encoder421 (.a({ena3, ena2, ena1, ena0}), .b(sel));
always @(*) begin
	case (sel)
		2'b00: b[2:0] = out0;
		2'b01: b[2:0] = out1;
		2'b10: b[2:0] = out2;
		2'b11: b[2:0] = out3;
		default: b[2:0] = 3'b000;
	endcase
end
always @(*) begin
	b[4:3] = sel;
end
endmodule
module encoder8to3 (
	input logic [7:0] a,
	output logic [2:0] b
);
assign b[2] = a[7] | a[6] | a[5] | a[4];
assign b[1] = a[7] | a[6] | ((~a[5]) & (~a[4]) & a[3]) | ((~a[5]) & (~a[4]) & a[2]);
assign b[0] = a[7] | ((~a[6]) & a[5]) | ((~a[6]) & (~a[4]) & a[3]) | ((~a[6]) & (~a[4]) & (~a[2]) & a[1]);
endmodule
module encoder4to2 (
	input logic [3:0] a,
	output logic [1:0] b
);
assign b[1] = a[2] | a[3];
assign b[0] = (a[1] | a[3]) & ((~a[2]) | a[3]);
endmodule
module rightShifter (
	input logic [8:0] shiftAmount,
	input logic [22:0] smallerOperand,
	output logic [31:0] shiftedOperand
);
logic [31:0] shift1, shift2, shift3, shift4, shift5, shift6, shift7, shift8;
always @(*) begin 
	case (shiftAmount[0])
		1'b0: shift1 = {1'b1, smallerOperand, 8'b0};
		1'b1: shift1 = {1'b0, 1'b1, smallerOperand, 7'b0};
		default: shift1 = 32'b0;
	endcase
end
always @(*) begin 
	case (shiftAmount[1])
		1'b0: shift2 = shift1;
		1'b1: shift2 = {2'b0, shift1[31:2]};
		default: shift2 = 32'b0;
	endcase
end
always @(*) begin 
	case (shiftAmount[2])
		1'b0: shift3 = shift2;
		1'b1: shift3 = {4'b0, shift2[31:4]};
		default: shift3 = 32'b0;
	endcase
end
always @(*) begin 
	case (shiftAmount[3])
		1'b0: shift4 = shift3;
		1'b1: shift4 = {8'b0, shift3[31:8]};
		default: shift4 = 32'b0;
	endcase
end
always @(*) begin 
	case (shiftAmount[4])
		1'b0: shift5 = shift4;
		1'b1: shift5 = {16'b0, shift4[31:16]};
		default: shift5 = 32'b0;
	endcase
end
always @(*) begin 
	case (shiftAmount[5])
		1'b0: shift6 = shift5;
		1'b1: shift6 = 32'b0;
		default: shift6 = 32'b0;
	endcase
end
always @(*) begin 
	case (shiftAmount[6])
		1'b0: shift7 = shift6;
		1'b1: shift7 = 32'b0;
		default: shift7 = 32'b0;
	endcase
end
always @(*) begin 
	case (shiftAmount[7])
		1'b0: shift8 = shift7;
		1'b1: shift8 = 32'b0;
		default: shift8 = 32'b0;
	endcase
end
always @(*) begin 
	case (shiftAmount[8])
		1'b0: shiftedOperand = shift8;
		1'b1: shiftedOperand = 32'b0;
		default: shiftedOperand = 32'b0;
	endcase
end
endmodule
module exponentDifference (
	input logic [7:0] a, b,
	output logic cout,
	output logic [8:0] shiftAmount
);
logic [8:0] d;		 
logic [9:0] d_2c;	 
assign cout = d[8];
fullAdder8b fa8 (.a(a), .b(b), .cin(1'b1), .sum(d[7:0]), .cout(d[8]));
fullAdder9b fa9 (.a(~d), .b(9'b000000001), .cin(1'b0), .sum(d_2c[8:0]), .cout(d_2c[9]));
always @(*) begin
	case (cout)
		1'b0: shiftAmount = d;
		1'b1: shiftAmount = d_2c[8:0];
	endcase
end
endmodule
</file>
<file path="design/flow/run.sh">
#!/bin/bash
# OpenROAD 26Q1-2900-gdf79404cd8, Yosys 0.63+post, stock flow scripts
make -C /OpenROAD-flow-scripts/flow DESIGN_CONFIG=/design/flow/config.mk WORK_HOME=/design/flow/orfs finish
</file>
<file path="design/flow/config.mk">
export PLATFORM = sky130hd
export DESIGN_NAME = encoder64to6
export DESIGN_NICKNAME = encoder64to6
export VERILOG_FILES = /design/flow/design.v
export SDC_FILE = /design/flow/constraint.sdc
export NUM_CORES = 4
export LEC_CHECK = 1
export CORE_AREA = 10 10 80 80
export DIE_AREA = 0 0 90 90
export SYNTH_HDL_FRONTEND = slang
</file>
<file path="design/flow/constraint.sdc">
current_design encoder64to6

set clk_period 4.1
set clk_io_pct 0.2

create_clock -name clk0 -period $clk_period

set non_clock_inputs [all_inputs -no_clocks]
set_input_delay [expr $clk_period * $clk_io_pct] -clock clk0 $non_clock_inputs
set_output_delay [expr $clk_period * $clk_io_pct] -clock clk0 [all_outputs]
</file>
==> CHANGELOG.md <==
### Changed

* Status: finished clean
* Mux area share at 0%
* First-pass GRT wire length at 5.39 mm
* Max frequency at 257 MHz
* Max-slew violation count at 0
* Row cnt at 25
* Delay of the slowest critical-path stage at between 0.5 and 0.6 ns
* IO buf count at 69
* Final hold vios at 0
* Die span in x at approximately 90 µm
* Synth Cell Area at between 600 and 700 µm²
* Leak at between 0.6 and 0.7 nW
* Fa+ha+maj area frac at 0%
* Dpl cells at roughly 280
* Layout cells sized above 1 at ~15%
* Crit path kind: input port to output pin
* Yosys top cell by area: nor2_1
* Via count at 1158
* Slowest-stage cell, CP: or4_1
* Final WS setup at 0.202 ns
* DRC viols at 0
* Critical Path RT at about 3.3 ns
* Unrepaired setup endpoints after global routing: no
* Max-slew headroom at 72.7%
* Main area contributors: nor2_1 11%, nor4_1 11%, a21oi_1 10%, nor3_1 7.5%, inv_1 6.2%
* Tool warnings at 33
* Crit end category: output pin
* Grt ovf at 0
* Type of the worst min-delay path: input port to output pin
* Pin count of the biggest net entering global routing at 6
* CP Max Fanout at 3
* Number of global-route vias before repair at between 1000 and 1500
* Critical path startpoint category: input port
* Core Area at 0.00472 mm²
* Final Instance Count excl. Fillers at 275
* Via density at 4.21
* Placer Congestion at around 0.8
* Buf+Inv Stages, Crit Path at 2
* Combined global-route utilization of all metal layers at about 7.7%
* Ys cells at about 120
* Synth warn at 0
* # clk buffers at 0
* Final setup viols at 0
* Post-synth cell types at 29
* Mean Syn Cell Area at approximately 5.7 µm²
* Reg area at 0 µm²
* Final sequential cell count at 0
* Main logic family: simple AND/OR/NAND/NOR gates
* Hpwl dp at roughly 3 mm
* Die Ht at approximately 90 µm
* Cells along the critical path: clkdlybuf4s50_1 -> or4_1 -> nand2b_1 -> or4_4 -> nor4_2 -> a211o_1 -> nand4b_1 -> dlygate4sd2_1
* Dpl cell area at roughly 0.0016 mm²
* Drt pass-1 iters at 4
* Area Growth Syn to Fin at 144%
* Cell area power density at between 70 and 80 mW/mm²
* Largest delay share family, worst path: simple AND/OR/NAND/NOR gates
* ANT nets after route at 0
* Avg WL per Cell at about 12 µm
* Finished Cell Area at 0.00163 mm²
* Max-cap violations at 0
* Yosys stat chip area at 669 µm²
* Initial antenna violation count at 0
* Slew @ Worst Pin at between 0.4 and 0.5 ns
* TNS Setup at 0 ns
* Pre-CTS setup slack at -0.131 ns
* Yosys aoi share at between 30% and 40%
* Period minus WS final at approximately 3.9 ns
* Iteration-0 DRC Markers at 17
* Yosys xor share at 0%
* Top cell area share at 11.2%
* Fin crit share at 95.1%
* Cells after synthesis at between 100 and 150
* Post-synth seq share at 0%
* Fin Hold WS at approximately 2.4 ns
* Routed Wire Length at approximately 3.3 mm
* CP arrival at about 3.1 ns
* Worst VDD drop at about 0.027 mV
* Simple Share, Synth at a little over half
* Die area at 0.00810 mm²
* Diode count at 0
* Init Core Util at between 10 and 15%
* I/O pin total at approximately 70
==> tightest hold or removal path, stage by stage <==
cell	delay [ns]
clkdlybuf4s50_1	0.50
nor3_1	0.07
o311ai_1	0.07
dlymetal6s2s_1	0.11
==> power by group <==
| part | leakage, nW | total (mW) | internal [mW] | switching (mW) |
|---|---|---|---|---|
| sequential | 0 | 0 | 0 | 0 |
| combinational | 0.619 | 0.115 | 0.0771 | 0.0376 |
| clock | 0 | 0 | 0 | 0 |
==> stage by stage <==
step | util (%) | total power [mW]
floorplan | - | 0.0241
global placement | 34.0 | 0.115
detailed placement | 34.0 | 0.115
CTS | 34.3 | 0.116
global route | 34.5 | 0.126
finish | 34.5 | 0.115
==> area by class of cell <==
cell class	count	area, µm²
Inverter	11	41.3
Timing Repair Buffer	92	868
Fill cell	501	3090
Multi-Input combinational cell	105	638
Tap cell	67	83.8
==> metal layers <==
metal | vias to the layer above | share of wire (%) | track usage [%]
li1 | 634 | - | -
met1 | 482 | 51 | 10.9
met2 | 42 | 42 | 12.1
met3 | 0 | 7.1 | 2.10
met4 | 0 | 0 | 0
met5 | - | 0 | 0
==> kinds of logic (layout without fill, tap and decap cells) <==
| family | count (synthesis) | in the layout |
|---|---|---|
| simple gates | 66 | 66 |
| compound gates | 39 | 39 |
| buf+inv | 13 | 103 |
==> synth_stat cells (all sizes together), types with 2 or more instances <==
master   n
nand2    7
o311ai   2
nand2b   4
or4      4
o21ai    7
nor2b    2
o31a     2
buf      2
a21oi   14
o31ai    3
or2      2
nand4b   2
nor3    10
nor2    20
a221oi   2
nor4    12
o211ai   2
and2     2
inv     11
o21bai   4
==> final timing paths <==
check | startpoint | end | slack, ns | cells past startpoint
max | a[12] | b[2] | 0.20 | 8
min | a[62] | b[1] | 2.39 | 4
==> what timing repair did <==
item	4_1_cts	5_1_grt
hold buffers	0	0
setup endpoints to repair	4	3
setup buffers	0	0
gates resized	7	4
pin swaps	3	1
==> cells in the final DEF (no fill, tap or decap), types with 3 or more instances in the layout <==
| cell type | count |
|---|---|
| nor3_1 | 10 |
| buf_4 | 23 |
| o21bai_1 | 4 |
| or4_4 | 3 |
| o21ai_0 | 7 |
| o31ai_1 | 3 |
| inv_1 | 11 |
| clkdlybuf4s50_1 | 64 |
| nor4_1 | 10 |
| a21oi_1 | 14 |
| nand2b_1 | 4 |
| nor2_1 | 20 |
| dlymetal6s2s_1 | 3 |
| nand2_1 | 7 |
Power is estimated from default activity; no workload was simulated.
